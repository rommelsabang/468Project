--- flow/design.v ---
module memorycontrol ( clk, Op, S1, S2, abda, sell, sells, rw, ldfr, doutstr, dinldr);
input [31:0] S1, S2, dinldr;
input [3:0] Op;
input clk;
output reg sell, sells;
output reg [1:0] rw;
output reg [31:0] doutstr, abda, ldfr;
always @ (posedge clk)
begin
	if (Op == 4'b1001)
	begin
		rw <= 2'b01;
		sells <= 1'b1;
		sell <= 1'b1;
		abda <= S1;
		ldfr <= dinldr;
		rw = 2'b00;
	end
	else if (Op == 4'b1010)
	begin
		rw <= 2'b10;
		sells <= 1'b1;
		abda <= S1;
		doutstr <= S2;
		rw = 2'b00;
	end
	else
	begin
		rw = 2'b00;
		sell = 1'b0;
		sells = 1'b0;	
	end
end
endmodule
--- flow/run.sh ---
#!/bin/bash
# OpenROAD 26Q1-2900-gdf79404cd8, Yosys 0.63+post, stock flow scripts
make -C /OpenROAD-flow-scripts/flow DESIGN_CONFIG=/design/flow/config.mk WORK_HOME=/design/flow/orfs finish
--- flow/config.mk ---
export PLATFORM = sky130hd
export DESIGN_NAME = memorycontrol
export DESIGN_NICKNAME = memorycontrol
export VERILOG_FILES = /design/flow/design.v
export SDC_FILE = /design/flow/constraint.sdc
export NUM_CORES = 4
export LEC_CHECK = 1
export CORE_UTILIZATION = 40
--- flow/constraint.sdc ---
current_design memorycontrol

set clk_period 7.1
set clk_io_pct 0.2

create_clock -name clk0 -period $clk_period [get_ports {clk}]

set non_clock_inputs [all_inputs -no_clocks]
set_input_delay [expr $clk_period * $clk_io_pct] -clock clk0 $non_clock_inputs
set_output_delay [expr $clk_period * $clk_io_pct] -clock clk0 [all_outputs]
==> results_dict.tcl <==
# metrics dict for downstream scripts
set metrics [dict create \
    rsz0062_at_grt "false" \
    routedWlPerCell_microns 15.79 \
    dieArea_sq_um 7826 \
    grt_pass1_wl_mm 9.273 \
    power_per_cell_area_nw_per_um2 201.3 \
    finalSetupTns_ns 0 \
    cts_tree "yes" \
    die_h_microns 88.47 \
    cp_max_fo 17 \
    dp_hpwl_mm 5.142 \
    cap_violations 0 \
    cts_made_buffers 9 \
    max_slew.worst_pin.slew_ns 0.7890 \
    tool_warnings 26 \
    ys_cells 110 \
    num_vias 1824 \
    postLayoutSetupSlackWorst_ns 4.016 \
    cts_resized 0 \
    synth_area_per_cell_sq_um 27.19 \
    syn_to_final_growth_pct 76.99 \
    yosys.cell_types.count 8 \
    placementRows 31 \
    post-route-min-period_ns 3.084 \
    clkLatencyLatePin_ns 0.35 \
    cts.path.max_buffers 2 \
    drc_errors 0 \
    netlist_instances 110 \
    routed_wl_mm 6.711 \
    r2r_end "sell$_SDFFE_PN1P_" \
    netlist_area_sq_um 2990 \
    finalSetupViolCount 0 \
    drt_iter0_markers 94 \
    crit_type "input port to register" \
    cts_setup_buffers 0 \
    fp_util_pct 41.23 \
    cellLeakagePower_nw 1.783 \
    vias_per_cell 4.292 \
    htree_levels 3 \
    ir_drop_uv 118.4 \
    grtUsageTotal_pct 18.38 \
    drive_gt1_share_pct 6.135 \
    cts.clk_slew.worst_paths_ns 0.09 \
    final.period_utilization_pct 43.44 \
    r2r_cells 2 \
    antenna_left 0 \
    setup.worst_path.start "Op[2]" \
    ys_area_sq_um 2990 \
    stdcell_area_sq_um 5293 \
    crit_end "doutstr[21]$_DFFE_PP_" \
    start_kind "input port" \
    fmax_ghz 0.3242 \
    whs_ns 0.5007 \
    yosysSeqAreaShare_pct 97.74 \
    synth_flops 98 \
    clock_sinks 98 \
    holdBufCountCts 0 \
    overflow 0 \
    reg2reg_slack_ns 6.48 \
    die_w_microns 88.47 \
    portBuffers 198 \
    post-place-ws_ns 3.634 \
    placed_cells 409 \
    core_area_sq_um 7253 \
    min_path_type "register to register" \
    crit_required_ns 7.13 \
    status "completed" \
    firstDrtPassIters 4 \
    cp_data_arrival_time_ns 3.12 \
    drv_slew 0 \
    hold_viol_final 0 \
    ys_warn_count 1 \
    ios 201 \
    grt_max_degree 33 \
    slew_headroom_pct 47.34 \
    gp_congestion 0.8765 \
    root_buffer "clkbuf_8" \
    fillers 470 \
    placed_area_sq_um 5124 \
    r2r-start "sell$_SDFFE_PN1P_" \
    antenna_found_initial 0 \
    stdcell_count 425 \
    grt_pass1_vias 1712 \
    worstSetupEndpointType "register" \
    insertedDiodeCount 0 \
    finalClockSkew_ns 0 \
]
## cell families (layout without fill, tap and decap cells)
logic type | after synthesis | count (layout) | synth area share [%]
DFF | 98 | 98 | 97.74
and+or+nand+nor | 6 | 6 | 1.130
AOI/OAI and AO/OA | 3 | 3 | 0.5019
buffers and inverters | 2 | 217 | 0.5019
other | 1 | 2 | 0.1254
## metrics by stage
stage,utilization (%),power [mW]
after detailed placement,70.64,0.7759
after CTS,72.97,1.080
after global routing,72.97,1.114
after floorplan,-,0.6784
after global placement,70.64,0.7746
final,72.97,1.065
## worst max-delay path, stage by stage
cell and delay, ns:
clkdlybuf4s50_1 0.38, nand2b_1 0.25, nor2_2 0.67, buf_4 0.38
## how the worst min path moves through the flow
stage,startpoint,to,slack [ns],cells past startpoint
6_report,sell$_SDFFE_PN1P_,sell$_SDFFE_PN1P_,0.50,2
5_1_grt,sell$_SDFFE_PN1P_,sell$_SDFFE_PN1P_,0.51,2
4_1_cts,sell$_SDFFE_PN1P_,sell$_SDFFE_PN1P_,0.50,2
## report_power, final
group / total [mW] / switching (mW) / internal [mW]
registers: 0.663 / 0.00501 / 0.658
clock network: 0.304 / 0.178 / 0.126
logic: 0.0986 / 0.0188 / 0.0799
## synthesized netlist by cell type
| master | count | share of area, % |
|---|---|---|
| dfxtp_1 | 2 | 1.3 |
| conb_1 | 1 | 0.13 |
| nand3b_1 | 1 | 0.25 |
| edfxtp_1 | 96 | 96 |
| nor2_1 | 2 | 0.25 |
| buf_4 | 2 | 0.50 |
| nand2b_1 | 3 | 0.63 |
| a21oi_1 | 3 | 0.50 |
## cell usage in the layout, fill, tap and decap left out, drive strengths merged
cell type,count
clkdlybuf4s50,198
edfxtp,96
clkbuf,9
clkinv,4
nand2b,3
buf,3
a21oi,3
nor2,2
conb,2
clkinvlp,2
dfxtp,2
nand3b,1
inv,1
## state kept, by name, indices dropped and copies added (netlist names)
name	count
sells	1
doutstr	32
sell	1
abda	32
ldfr	32
## per-layer routing
metal | vias up | routed length [microns] | track usage (%)
met2 | 130 | 3061 | 27.27
met4 | 0 | 240 | 5.865
met5 | - | 0 | 0
met3 | 16 | 975 | 8.325
li1 | 855 | - | -
met1 | 823 | 2433 | 27.19
## area by class of cell
cell class              instances  area (sq um)  share of cell area [%]
clock buffers                   9         123.9                   2.340
clock inverters                 7         45.04                  0.8511
multi-input cells              11         72.57                   1.371
flip-flops and latches         98          2923                   55.22
well taps                      99         123.9                   2.340
repair buffers                201          2004                   37.87
Power and IR drop assume default switching activity.
