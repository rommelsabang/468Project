<file path="design/flow/config.mk">
export PLATFORM = sky130hd
export DESIGN_NAME = addr1r2r3
export DESIGN_NICKNAME = addr1r2r3
export VERILOG_FILES = /design/flow/design.v
export SDC_FILE = /design/flow/constraint.sdc
export NUM_CORES = 4
export LEC_CHECK = 1
export CORE_AREA = 10 10 100 100
export DIE_AREA = 0 0 110 110
</file>
<file path="design/flow/run.sh">
#!/bin/bash
# OpenROAD 26Q1-2900-gdf79404cd8, Yosys 0.63+post, stock flow scripts
make -C /OpenROAD-flow-scripts/flow DESIGN_CONFIG=/design/flow/config.mk WORK_HOME=/design/flow/orfs finish
</file>
<file path="design/flow/constraint.sdc">
current_design addr1r2r3

set clk_period 15.1
set clk_io_pct 0.2

create_clock -name clk0 -period $clk_period

set non_clock_inputs [all_inputs -no_clocks]
set_input_delay [expr $clk_period * $clk_io_pct] -clock clk0 $non_clock_inputs
set_output_delay [expr $clk_period * $clk_io_pct] -clock clk0 [all_outputs]
</file>
<file path="design/flow/design.v">
module addr1r2r3 (r2, r3, r1, n, z, c, v);
input [31:0] r2, r3;
output reg n, z, c, v;
output reg [31:0] r1;
wire [32:0] r0;
assign r0 = r2 + r3;
always @ *
begin
r1 = r0[31:0];
n = r1[31];
c = r0[32];
if ( r0[31:0] == 32'b0)
	z = 1'b1;
else
begin
	z = 1'b0;
end
if (r2[31] == 0 && r3[31] == 0 && r0[31] == 1)
	v = 1'b1;
else if (r2[31] == 1 && r3[31] == 1 && r0[31] == 0)
	v = 1'b1;
else
begin
	v = 1'b0;
end
end
endmodule
</file>
==> datasheet_impl.txt <==
Physical implementation characteristics

Parameter                              Value

Min path
  Min-Delay Path Class    in -> out

Pwr
  Largest voltage drop on the vdd net    approximately 0.014 mV
  Leak    1.19 nW
  Power Dens Cells    about 48 mW/mm^2

Die
  Cell row count    32
  Boundary pin count    around 100
  Horizontal die size    roughly 110 um
  Starting Density    26.1%
  Die Size    0.0121 mm^2
  Vertical die dimension    110 um
  Core Region    slightly below 0.008 mm^2

Final layout
  Layout area overhead    53.5%
  Flip-flop and latch area    0 um^2
  Final cell count without fillers    478
  Sequential cells    0
  Layout clock buffer count    0
  Fraction of final layout cells sized beyond drive strength 1    5.05%
  Filler Cell Count    just over 800
  Most common library cell in the layout ignoring fill and taps    sky130_fd_sc_hd__clkdlybuf4s50_1
  Top Layout Cells    sky130_fd_sc_hd__clkdlybuf4s50_1, sky130_fd_sc_hd__a21oi_1, sky130_fd_sc_hd__ha_1, sky130_fd_sc_hd__nor2_1, sky130_fd_sc_hd__nand2_1

Final timing
  Worst slew pin tran    slightly above 700 ps
  Final TNS setup    0 ps
  Worst slew slack as a fraction of its limit    between 50% and 60%
  Final hold violations    0
  Slew Viols, Final    0
  Final setup fails    0
  Minimum clock period    9720 ps
  Highest Clock Rate    around 0.10 GHz
  Unrepaired setup endpoints after global routing    no
  Period Utilization, post-route    around 64%

Yosys
  Number of instances in the synthesized netlist    between 200 and 300
  Total number of yosys warnings    1
  Area share of the leading cell type in the synthesized netlist    between 20% and 30%
  Number of cell instances after yosys synthesis    approximately 280
  Portion of the post-synthesis area used by sequential elements    0%
  Mean instance size in the synthesized netlist    just over 7 um^2
  Distinct lib cells    roughly 63
  Post-Synthesis Cell Area    about 0.0020 mm^2
  Library cell occupying the most area in the post-synthesis netlist    sky130_fd_sc_hd__ha_1
  Yosys Chip Area    slightly above 0.002 mm^2
  Leading cell types by total area after synthesis    sky130_fd_sc_hd__ha_1, sky130_fd_sc_hd__a21oi_1, sky130_fd_sc_hd__xnor2_1

Place
  Weighted congestion at the end of routability-driven global placement    about 0.91
  Half-perimeter wire length of the detailed placement result    just under 7000 um
  Number of buffers inserted by port buffering    100
  DP Cell Count    around 480

Clocking
  Number of hold-repair buffers added at the cts stage    0
  # resized after CTS    0
  Number of buffers added for setup after CTS    0

Detailed routing
  ANT cells    0
  Count of TritonRoute iterations in the first routing pass    4
  Final wirelength    about 7700 um
  Detail-routed via count per cell    ~5.2
  Vias    ~2,500
  Drt first-iter violations    ~160
  Number of remaining DRC errors    0
  Average routed wire per standard cell    around 16 um
  Tally of nets with antenna violations remaining after routing    0

Run
  Tally of max-capacitance violations    0
  Total tool warning count    33

Critical path
  Cell type with the highest occurrence count on the critical path    sky130_fd_sc_hd__clkdlybuf4s50_1
  Arrival time of the worst setup path    between 6000 and 7000 ps
  Crit. End Element    output pin
  Crit Path Category    in -> out
  Critical-path maximum fanout    4
  Worst-path cell with the longest stage delay    sky130_fd_sc_hd__clkdlybuf4s50_1
  Largest stage delay on the critical path    between 500 and 600 ps
  Startpoint class of the critical path    primary input
  Req. time, crit path    12,080 ps
  Cells along the critical path    clkdlybuf4s50_1 -> ha_1 -> fa_1 -> a21o_2 -> a221oi_2 -> a2111o_1 -> nand2_1 -> xor2_1 -> or3_1 -> nor4_1 -> nand4b_1 -> nor4_2 -> clkdlybuf4s50_1

Global route
  GRT Util Overall    12.2%
  First-pass GRT wire length    between 10,000 and 15,000 um
  Number of global-route vias before repair    around 2,400
  Largest net degree at the start of global routing    10
  Total grt overflow    0
  Antenna violations before repair    0

Status
  Run status    finished clean
## critical path, delay by kind of cell
family / cells / cell delay [ps]
AND-OR/OR-AND: 3 / 930
XOR/XNOR: 1 / 170
adder cells (fa/ha/maj): 2 / 670
buffers and inverters: 2 / 910
AND/OR/NAND/NOR: 5 / 1000
## stage by stage
step / cell area [um^2] / power, mW / util [%] / hold slack (ps) / setup slack, ps
after detailed placement: 3120 / 0.152 / 40.0 / 7100 / 5360
after global placement: 3120 / 0.152 / 40.0 / 7100 / 5450
final: 3120 / 0.151 / 40.0 / 7090 / 5380
after global routing: 3120 / 0.167 / 40.0 / 7150 / 5160
after floorplan: 2040 / 0.0762 / - / 6130 / 6660
after CTS: 3120 / 0.153 / 40.0 / 7110 / 5370
## cell families (layout without fill, tap and decap cells)
family          Yosys count  in the layout  share of synthesized area, %
compound gates          116            116                          41.1
simple gates             91             91                          23.0
fa+ha+maj                34             34                          21.3
xor+xnor                 22             22                          9.47
buf+inv                  19            111                          3.99
mux                       2              2                          1.23
## layer usage
metal  vias to the layer above  global-route usage [%]  wire length (um)
met5                         -                       0                 0
met4                         0                       0                 0
met3                         0                    1.35               409
met2                        50                    20.5              3610
met1                      1124                    17.3              3630
li1                       1296                       -                 -
## final cells by class
type               count  area, um^2  area share (%)
inverters             11        41.3            1.32
multi-input cells    265        1950            62.6
well taps            102         128            4.08
repair buffers       100        1000            32.0
## where the power goes
group / switching, mW / total (mW) / internal (mW)
Clock: 0 / 0 / 0
Sequential: 0 / 0 / 0
Combinational: 0.0675 / 0.151 / 0.0836
Total: 0.0675 / 0.151 / 0.0836
## synthesized netlist by cell type, types with 7 or more instances
cell type,instances
sky130_fd_sc_hd__a21oi_1,33
sky130_fd_sc_hd__ha_1,33
sky130_fd_sc_hd__nor2_1,27
sky130_fd_sc_hd__nand2_1,20
sky130_fd_sc_hd__o21ai_0,16
sky130_fd_sc_hd__xnor2_1,16
sky130_fd_sc_hd__inv_1,11
sky130_fd_sc_hd__a211oi_1,10
sky130_fd_sc_hd__nor3_1,10
sky130_fd_sc_hd__o211ai_1,10
sky130_fd_sc_hd__nand3_1,7
## worst paths after layout
kind	from	endpoint	depth (start not counted)	slack, ps
max	r2[0]	z	13	5380
min	r3[0]	r1[0]	3	7090
No activity file was given, so power comes from the tool's default toggle rates.
