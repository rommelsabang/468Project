$ cat design/flow/config.mk
export PLATFORM = sky130hd
export DESIGN_NAME = mux16x1
export DESIGN_NICKNAME = mux16x1
export VERILOG_FILES = /design/flow/design.v
export SDC_FILE = /design/flow/constraint.sdc
export NUM_CORES = 4
export LEC_CHECK = 1
export CORE_AREA = 10 10 216 216
export DIE_AREA = 0 0 226 226
$ cat design/flow/run.sh
#!/bin/bash
# OpenROAD 26Q1-2900-gdf79404cd8, Yosys 0.63+post, stock flow scripts
make -C /OpenROAD-flow-scripts/flow DESIGN_CONFIG=/design/flow/config.mk WORK_HOME=/design/flow/orfs finish
$ cat design/flow/constraint.sdc
current_design mux16x1

set clk_period 8.3
set clk_io_pct 0.2

create_clock -name clk0 -period $clk_period

set non_clock_inputs [all_inputs -no_clocks]
set_input_delay [expr $clk_period * $clk_io_pct] -clock clk0 $non_clock_inputs
set_output_delay [expr $clk_period * $clk_io_pct] -clock clk0 [all_outputs]
$ cat design/flow/design.v
module mux16x1(Q0,Q1,Q2,Q3,Q4,Q5,Q6,Q7,Q8,Q9,Q10,Q11,Q12,Q13,Q14,Q15,sel,out);
input [31:0] Q0,Q1,Q2,Q3,Q4,Q5,Q6,Q7,Q8,Q9,Q10,Q11,Q12,Q13,Q14,Q15;
input [3:0] sel;
output [31:0] out;
reg [31:0] out;
always @*
begin
case(sel)
4'b0000: out = Q0;
4'b0001: out = Q1;
4'b0010: out = Q2;
4'b0011: out = Q3;
4'b0100: out = Q4;
4'b0101: out = Q5;
4'b0110: out = Q6;
4'b0111: out = Q7;
4'b1000: out = Q8;
4'b1001: out = Q9;
4'b1010: out = Q10;
4'b1011: out = Q11;
4'b1100: out = Q12;
4'b1101: out = Q13;
4'b1110: out = Q14;
4'b1111: out = Q15;
endcase
end
endmodule
==> summary.txt <==
Chip area: 51,100 um2
Run status: completed
Fp util: 9.76%
Placer Congestion: 0.962
Largest net degree at the start of global routing: 57
Post CTS Setup Buffer Count: 0
Post-Syn Area per Cell: 6.75 um2
CP Class: primary input to output port
Crit path max fanout: 27
Hold WS: 4.26 ns
Commonest cells after routing, fill and taps aside: clkdlybuf4s50_1, a22oi_1, a22o_1
Vias in the first global route: 8,489
Cell count after synthesis: 607
Final setup viols: 0
Initial antenna violation count: 1
Ys Warns: 1
# port buffers: 548
P&R area growth vs syn: 145%
Registers: 0
Adder Share, Synth: 0%
Filler cell count: 4,607
Die width: 226 um
Post-cts resize count: 0
Startpoint types: primary input
Pwr Total: 0.000555 W
VDD IR max: 16.9 uV
Crit path arrival time: 4.71 ns
Total number of vias: 7,882
Drt first pass iters: 5
Final period utilization: 76.7%
Core outline area: 41,900 um2
Synth mux share: 5.87%
Congestion Overflow GR: 0
Crit path DRT: 6.64 ns
Area fraction in compound gates: 68.3%
Basic Gates by Area: 15.7%
# IOs: 548
Dominant combinational family: AND-OR/OR-AND gates
OpenROAD warning count: 32
Post-DP HPWL: 38,600 um
Final Util: 24.0%
Max_cap viols: 0
Via-per-instance ratio: 4.84
Row count: 75
# diodes: 0
Final hold violation count: 0
Seq/Total Area, Yosys: 0%
Most numerous logic cell after layout: clkdlybuf4s50_1
Leakage power: 3.36 nW
Slew margin rel.: 32.9%
RSZ-0062 raised after global routing: false
Synth unique cells: 46
Setup_tns: 0 ns
DIE HEIGHT: 226 um
DRT antenna net count: 0
PwrDens: 55.2 nW/um2
Ys cells: 607
Fin area: 10,000 um2
Max-slew violations: 0
Placed inst area: 10,000 um2
Total wire length: 47,100 um
Xor+xnor area frac: 0%
First-pass GRT wire length: 63,700 um
Max Fclk: 157 MHz
Logic area: 3750 um2
FF+latch area: 0 um2
WL per Instance: 28.9 um
Synth Cell Area: 4100 um2
Fraction of layout cells with a size suffix above 1: 5.68%
Total track usage: 17.5%
CTS Hold Bufs: 0
DRC Markers: 0
Final-layout clock buffer total: 0
Minimum clock period: 6.37 ns
Chip Area, Yosys: 4100 um2
Critical path capture point type: output port
Worst Max-Slew Pin Slew: 1.00 ns
Hold WC Path Type: primary input to output port
Drt initial violations: 572
## through the flow
| stage | std cells | setup slack [ns] |
|---|---|---|
| 3_3_place_gp | 1630 | 1.87 |
| 5_1_grt | 1630 | 1.80 |
| 4_1_cts | 1630 | 1.86 |
| 2_1_floorplan | 607 | 3.74 |
| 6_report | 1630 | 1.93 |
| 3_5_place_dp | 1630 | 1.86 |
## worst paths after layout
path | start | end | slack [ns] | depth (start not counted)
worst max-delay path | sel[0] | out[12] | 1.93 | 8
worst min-delay path | sel[0] | out[31] | 4.26 | 4
## cells by family (layout without fill, tap and decap cells)
family,after synthesis,in the layout
AND-OR/OR-AND,363,363
buffers and inverters,86,570
multiplexers,24,24
AND/OR/NAND/NOR,134,134
## layer usage
| metal | track usage, % | vias up | wire length [um] |
|---|---|---|---|
| met5 | 0 | - | 11 |
| met4 | 3.49 | 2 | 1080 |
| met2 | 31.7 | 487 | 23900 |
| li1 | - | 3528 | - |
| met1 | 20.4 | 3812 | 18100 |
| met3 | 4.31 | 53 | 3970 |
## layout make-up
type | instances | area share (%)
inverters | 3 | 0.112
multi-input cells | 521 | 37.3
well taps | 539 | 6.71
repair buffers | 567 | 55.9
## power by group
part | internal, W | leakage (nW) | total [W] | switching (W)
sequential | 0 | 0 | 0 | 0
combinational | 0.000336 | 3.36 | 0.000555 | 0.000219
clock | 0 | 0 | 0 | 0
total | 0.000336 | 3.36 | 0.000555 | 0.000219
## critical path, stage by stage
cell and delay [ns]:
buf_4 0.29, buf_4 0.43, nand2_1 0.28, nor2_4 0.85, a22o_1 0.25, a2111oi_2 0.05, a21oi_1 0.31, clkdlybuf4s50_1 0.53
## cells in the mapped netlist (4+ instances only)
cell,instances,area share [%]
a2111oi_2,20,7.3
a211o_1,23,4.9
a211oi_1,4,0.73
a21oi_1,30,3.7
a221oi_1,28,6.0
a22o_1,56,12
a22oi_1,84,15
a31oi_1,28,4.3
buf_2,31,3.8
buf_6,6,1.6
clkbuf_1,40,3.7
mux2i_1,24,5.9
nand2_1,15,1.4
nand2b_1,5,0.76
nand3_1,50,6.1
nor2_1,39,3.6
nor2b_1,8,1.2
nor3_1,4,0.49
o21ai_0,38,4.6
o22ai_1,32,4.9
Power is estimated from default activity; no workload was simulated.
